File: /design/flow/design.v
`timescale 1ns / 1ps
module register(clock, reset, enable, d, q);
parameter WIDTH = 8 ;
parameter RESET = 0 ;
input clock;
input reset;
input enable;
input [WIDTH-1:0] d;
output [WIDTH-1:0] q;
reg [WIDTH-1:0] q;
initial q = RESET;
always @ (negedge clock, posedge reset)
  begin
  if(reset)
		q <= RESET;
  else if(enable)
	   q <= d;
  end
endmodule
File: /design/flow/run.sh
#!/bin/bash
# OpenROAD 26Q1-2900-gdf79404cd8, Yosys 0.63+post, stock flow scripts
make -C /OpenROAD-flow-scripts/flow DESIGN_CONFIG=/design/flow/config.mk WORK_HOME=/design/flow/orfs finish
File: /design/flow/config.mk
export PLATFORM = sky130hd
export DESIGN_NAME = register
export DESIGN_NICKNAME = register
export VERILOG_FILES = /design/flow/design.v
export SDC_FILE = /design/flow/constraint.sdc
export NUM_CORES = 4
export LEC_CHECK = 1
export CORE_AREA = 10 10 70 70
export DIE_AREA = 0 0 80 80
File: /design/flow/constraint.sdc
current_design register

set clk_period 1.1
set clk_io_pct 0.2

create_clock -name clk0 -period $clk_period [get_ports {clock}]

set non_clock_inputs [all_inputs -no_clocks]
set_input_delay [expr $clk_period * $clk_io_pct] -clock clk0 $non_clock_inputs
set_output_delay [expr $clk_period * $clk_io_pct] -clock clk0 [all_outputs]
==> run_results.csv <==
group,metric,value,unit
global_routing,antenna_found_initial,0,
yosys,syn_inst,18,
outcome,violations,"negative setup slack",
clocking,clk_latency,0.26,ns
routing,first_pass_iters,2,
place,dpl.hpwl,783,um
power,peakVddDrop,396,uV
clocking,cts.clk_slew.worst_paths,0.04,ns
routing,viasPerCell,2.68,
setup_path,crit_family,"flip-flops",
die,die_area,6400,um^2
sta,max_slew_margin,93.9,%
power,power.switching,0.150,mW
yosys,synth-edff-count,0,
power,clkPwrFrac,29.4,%
setup_path,start_kind,"flop",
yosys,yosys_warnings,1,
sta,skew,0,ns
sta,grt_setup_unrepaired,"true",
die,die_w,80,um
place,post-place-ws,-0.784,ns
sta,tightestPinTransition,0.0915,ns
sta,finalSetupViolCount,16,
clocking,root_buffer,"clkbuf_4",
yosys,synth_top_cell_by_area,"dfrtn_1",
die,fp_util,9.82,%
yosys,ys_types,4,
yosys,flop_cell,"dfrtn_1",
power,p_seq_share,46.2,%
die,io_pins,19,
power,leakagePower,0.327,nW
clocking,cts.path.max_buffers,2,
clocking,cts_tree,"done",
sta,setup_ws,-0.437,ns
worst_hold_path,hp-class,"flop to flop",
cells_and_area,fill_cells,400,
yosys,top_cells_by_count,"8 x dfrtn_1, 8 x mux2_4, 1 x buf_6, 1 x inv_1",
setup_path,crit_required,0.88,ns
sta,slew_viol_final,0,
cells_and_area,top_register,"q",
cells_and_area,area_growth,92.5,%
place,port_buffers,18,
yosys,synth_area,335,um^2
setup_path,path_class,"flop to output port",
yosys,ys_seq_share,59.7,%
clocking,cts_buffers,3,
yosys,netlist.area_leader.share,59.7,%
yosys,yosys_cells,18,
routing,wl_per_cell,9.27,um
routing,num_vias,257,
global_routing,grt_max_degree,9,
global_routing,grt_pass1_wl,1420,um
power,combPwrFrac,24.4,%
sta,report.final.hold_viol_count,0,
job,cap_violations,0,
yosys,topCellsByArea,"dfrtn_1 60%, mux2_4 36%, buf_6 3.4%",
global_routing,gr-total-overflow,0,
routing,drt-total-wl,890,um
routing,dr.first_iter.drc_count,3,
cells_and_area,largest_reg_flops,8,
place,gp_congestion,0.729,
setup_path,end_kind,"output port",
setup_path,worst_path_largest_cell_delay,0.41,ns
clocking,cts_sinks,8,
power,p_sw_share,20.3,%
yosys,ys_async_sr_fraction,100,%
setup_path,timing.critical_path.buf_inv,1,
global_routing,first_global_vias,298,
outcome,status,"finished, violations left",
die,num_rows,21,
setup_path,cp_cell_sequence,"buf_2",
global_routing,track_usage,2.86,%
yosys,yosys_area,335,um^2
routing,antenna_cells,0,
clocking,htree_levels,1,
job,openroad.warnings,28,
yosys,avgSynthCellArea,18.6,um^2
sta,whs,0.457,ns
setup_path,cp_max_fo,2,
setup_path,worstPathArrival,1.32,ns
setup_path,cpMaxStageDelayCell,"dfrtn_1",
routing,route.detailed.drc,0,
yosys,synth-seq-cells,8,
cells_and_area,drive_gt1_share,64.0,%
routing,ant_nets,0,
die,die_h,80,um
power,p_int,0.587,mW
cells_and_area,top_regs,"q: 8 flops",
power,p_per_area,1140,nW/um^2
die,core_region_area,3420,um^2
==> cell usage in the layout, fill, tap and decap left out <==
cell / Yosys / final
buf_4: 0 / 9
mux2_4: 8 / 8
dlygate4sd2_1: 0 / 8
buf_2: 0 / 8
dfrtn_1: 8 / 8
clkbuf_4: 0 / 3
buf_6: 1 / 3
inv_1: 1 / 1
clkdlybuf4s50_1: 0 / 1
buf_12: 0 / 1
==> power groups by stage <==
stage / combinational, mW / clock (mW) / sequential (mW)
after global routing: 0.195 / 0.253 / 0.344
final: 0.180 / 0.217 / 0.341
after CTS: 0.175 / 0.235 / 0.341
==> per-layer routing <==
metal,up-vias,global-route usage (%),wire (um)
met4,0,0.704,0
met1,123,3.51,361
met5,-,0,0
li1,127,-,-
met2,7,4.41,465
met3,0,1.36,63
==> final cells by class <==
cell class	count	area (um^2)	share of cell area, %
Tap cell	46	57.6	8.91
Clock buffer	3	22.5	3.49
Multi-Input combinational cell	8	120	18.6
Sequential cell	8	200	31.0
Timing Repair Buffer	30	241	37.4
Inverter	1	3.75	0.581
==> worst reg2reg max path, delay by kind of cell, from the launching register on <==
kind,cells,cell delay [ns]
buffers and inverters,3,0.37
multiplexers,1,0.25
flip-flops,1,0.33
==> through the flow <==
| step | utilization, % | cells | cell area (um^2) | setup TNS [ns] | power [mW] |
|---|---|---|---|---|---|
| 2_1_floorplan | - | 18 | 344 | -2.11 | 0.404 |
| 3_3_place_gp | 18.1 | 87 | 619 | -10.35 | 0.533 |
| 3_5_place_dp | 18.1 | 87 | 619 | -10.56 | 0.535 |
| 4_1_cts | 18.5 | 94 | 631 | -4.03 | 0.750 |
| 5_1_grt | 18.9 | 96 | 646 | -4.21 | 0.793 |
| 6_report | 18.9 | 96 | 646 | -3.95 | 0.737 |
==> worst paths after layout <==
kind	start	to	slack (ns)	depth (start not counted)
worst max-delay path	q[7]	q[7]	-0.44	1
worst min-delay path	q[5]	q[5]	0.46	1
worst max register to register	q[1]	q[1]	0	4
worst min register to register	q[5]	q[5]	0.46	1
max in group asynchronous	reset	q[6]	0.27	3
min in group asynchronous	reset	q[4]	0.70	3
==> cell families (layout without fill, tap and decap cells) <==
group                  after synthesis  count (layout)  share of synthesized area (%)
buffers and inverters                2              34                           4.48
muxes                                8               8                           35.8
DFF                                  8               8                           59.7
==> what timing repair did <==
action | CTS | global route
setup endpoints to repair | 16 | 16
hold buffers | 0 | 0
buffers inserted | 4 | 2
gates resized | 39 | 0
Power is estimated from default activity; no workload was simulated.
