`design/flow/run.sh`:
```
#!/bin/bash
# OpenROAD 26Q1-2900-gdf79404cd8, Yosys 0.63+post, stock flow scripts
make -C /OpenROAD-flow-scripts/flow DESIGN_CONFIG=/design/flow/config.mk WORK_HOME=/design/flow/orfs finish
```
`design/flow/config.mk`:
```
export PLATFORM = sky130hd
export DESIGN_NAME = WriteROM
export DESIGN_NICKNAME = WriteROM
export VERILOG_FILES = /design/flow/design.v
export SDC_FILE = /design/flow/constraint.sdc
export NUM_CORES = 4
export LEC_CHECK = 1
export CORE_UTILIZATION = 30
```
`design/flow/constraint.sdc`:
```
current_design WriteROM

set clk_period 4.1
set clk_io_pct 0.2

create_clock -name clk0 -period $clk_period

set non_clock_inputs [all_inputs -no_clocks]
set_input_delay [expr $clk_period * $clk_io_pct] -clock clk0 $non_clock_inputs
set_output_delay [expr $clk_period * $clk_io_pct] -clock clk0 [all_outputs]
```
`design/flow/design.v`:
```
`timescale 1ns / 1ps
module WriteROM(
                input [15:0]address, 
                inout [7:0]data, 
                input _ce,
                input _oe,
                output _ce_flash,
					 output _oe_flash,
                output _we_flash, 
                output [18:0]baddress, 
                inout [7:0]bdata,
					 input [1:0]size,
                output [7:0]test
               );
reg flag_program;
reg [7:0]data_out;
reg [7:0]bdata_out;
reg [2:0]state;
reg [18:0]addr;
wire clock;
wire flag_config;
wire ce_addr_lo;
wire ce_addr_mid;
wire ce_bank;
wire oe_data;
wire we_data;
wire [18:13]bank;
assign clock = 					(!_ce & !_oe);
assign bank[13] = 				(size >  2 ? addr[13] : address[13]);
assign bank[14] = 				(size >  1 ? addr[14] : address[14]);
assign bank[15] = 				(size >  0 ? addr[15] : address[15]);
assign bank[16] = 				addr[16];
assign bank[17] = 				addr[17];
assign bank[18] = 				addr[18];
assign flag_config =          (state[2]);
assign ce_addr_lo =           !flag_config & flag_program & (address[11:8] == 0);
assign ce_addr_mid =          !flag_config & flag_program & (address[11:8] == 1);
assign ce_bank =              !flag_config & flag_program & (address[11:8] == 2);
assign oe_data =              !flag_config & flag_program & (address[11:8] == 6);
assign we_data =              !flag_config & flag_program & (address[11:8] == 7);
assign bdata =                bdata_out;
assign data =                 data_out;
assign _ce_flash =            !(clock & (we_data | oe_data | !flag_program));
assign _oe_flash = 				!(clock & (oe_data | !flag_program));
assign _we_flash =            !(clock & we_data);
assign baddress[18:0] =       (flag_program ? addr[18:0] : {bank , address[12:0]});
always @(posedge clock)
begin
	if(flag_config)
		flag_program <= address[0];
	else if(ce_addr_lo)
		addr[7:0] <= address[7:0]; 
	else if(ce_addr_mid)
		addr[15:8] <= address[7:0]; 
	else if(ce_bank)
		addr[18:16] <= address[2:0]; 
end
always @(*)
begin
   if(we_data)
      bdata_out = address[7:0];
   else
      bdata_out = 8'bz;
end
always @(*)
begin
   if(clock & ce_addr_lo)
      data_out = addr[7:0];
   else if(clock & ce_addr_mid)
      data_out = addr[15:8];
   else if(clock & ce_bank)
      data_out = {5'b0, addr[18:16]};
   else if(clock & (we_data | oe_data))
      data_out = bdata;
   else if(clock & flag_program)
      data_out = 0;
   else if(clock & !flag_program)
      data_out = bdata;
   else
      data_out = 8'bz;
end
assign clk_knock = (clock & address[11:0] != 12'hfff);
always @(posedge clk_knock)
begin
   case(state)
      0:
         if(address[11:0] == 12'h555)
            state <= 1;
      1:
         if(address[11:0] == 12'haaa)
            state <= 2;
         else
            state <= 0;
      2:
         if(address[11:0] == 12'h555)
            state <= 3;
         else
            state <= 0;
      3:
         if(address[11:0] == 12'haa2)
            state <= 4;
         else
            state <= 0;
      default:
         state <= 0;
   endcase
end
endmodule
```
==> impl_results.html <==
<h2>Implementation results</h2>
<table>
<tr><th>Metric</th><th>Value</th></tr>
<tr><th colspan="2">Floorplanning</th></tr>
<tr><td>Count of standard-cell rows</td><td>25</td></tr>
<tr><td>I/O Pins</td><td>66</td></tr>
<tr><td>Chip Height</td><td>72.33 um</td></tr>
<tr><td>Die extent in x</td><td>72.33 um</td></tr>
<tr><td>Core Density at Floorplan</td><td>31.21%</td></tr>
<tr><th colspan="2">Yosys</th></tr>
<tr><td>Avg Synthesized Cell Area</td><td>10.52 um^2</td></tr>
<tr><td>Post-synth EDFFs</td><td>23</td></tr>
<tr><td>XOR Share, Synth</td><td>0%</td></tr>
<tr><td>Async set-reset flop share out of synthesis</td><td>0%</td></tr>
<tr><td>Largest non-sequential cell family by area</td><td>simple AND/OR/NAND/NOR gates</td></tr>
<tr><td>Area fraction in full adders, half adders and majority gates</td><td>0%</td></tr>
<tr><td>Count of warnings emitted by yosys</td><td>12</td></tr>
<tr><td>Yosys stat area</td><td>0.001484 mm^2</td></tr>
<tr><td>Mux share</td><td>12.14%</td></tr>
<tr><td>Ao+oa area frac</td><td>11.47%</td></tr>
<tr><td>Synthesized registers</td><td>23</td></tr>
<tr><td>Instance count of the mapped netlist</td><td>141</td></tr>
<tr><td>Seq share, synth</td><td>46.54%</td></tr>
<tr><td>Synth unique cells</td><td>37</td></tr>
<tr><td>Yosys cell count</td><td>141</td></tr>
<tr><td>AND/OR/NAND/NOR Cells, Area Fraction</td><td>17.28%</td></tr>
<tr><td>Ys flop type</td><td>sky130_fd_sc_hd__edfxtp_1</td></tr>
<tr><td>Synthesized area</td><td>0.001484 mm^2</td></tr>
<tr><th colspan="2">Final timing</th></tr>
<tr><td>Number of register pins that no clock reaches</td><td>23</td></tr>
<tr><td>Number of unconstrained endpoints</td><td>49</td></tr>
<tr><th colspan="2">Place</th></tr>
<tr><td>Final weighted congestion in routability-driven placement</td><td>0.8694</td></tr>
<tr><td>Port-buffer cells</td><td>42</td></tr>
<tr><td>Count of placed standard cells including taps</td><td>240</td></tr>
<tr><td>Dpl ws</td><td>455.2 ps</td></tr>
<tr><td>Post-DP HPWL</td><td>2.686 mm</td></tr>
<tr><th colspan="2">CTS</th></tr>
<tr><td># hold bufs at CTS</td><td>0</td></tr>
<tr><td>Post-cts gate resize count</td><td>0</td></tr>
<tr><td>Post-CTS setup-driven buffer insertion count</td><td>0</td></tr>
<tr><th colspan="2">Run status</th></tr>
<tr><td>Last stage</td><td>4_1_cts</td></tr>
<tr><td>First logged error message</td><td>[error] [KeplerFormal.cpp:679] Workflow failed: Iso has multiple drivers: .address0, input11.X0</td></tr>
<tr><td>Status</td><td>stopped before the end</td></tr>
</table>
Yosys cell counts (2+ instances only):
master                       n  area share [%]
sky130_fd_sc_hd__buf_4      19             9.6
sky130_fd_sc_hd__nor3_1      4             1.3
sky130_fd_sc_hd__edfxtp_1   23              47
sky130_fd_sc_hd__o21ai_1     3             1.0
sky130_fd_sc_hd__a21oi_1     9             3.0
sky130_fd_sc_hd__a221oi_1    2             1.2
sky130_fd_sc_hd__nand2_1    15             3.8
sky130_fd_sc_hd__inv_1       4             1.0
sky130_fd_sc_hd__buf_2       2            0.67
sky130_fd_sc_hd__nor2_1      7             1.8
sky130_fd_sc_hd__a2bb2oi_1   3             1.8
sky130_fd_sc_hd__or3_1       2            0.84
sky130_fd_sc_hd__mux2_2     16              12
sky130_fd_sc_hd__and3_1      2            0.84
sky130_fd_sc_hd__a22oi_1     3             1.5
sky130_fd_sc_hd__nor2b_1     2            0.84
sky130_fd_sc_hd__clkbuf_1    4             1.0
sky130_fd_sc_hd__nand2b_1    2            0.84
cell families after synthesis:
kind of cell	Yosys count
AND-OR/OR-AND	26
multiplexers	16
other	1
AND/OR/NAND/NOR	46
buffers and inverters	29
flip-flops	23
per-stage QoR:
step                      hold WS [ps]  cell area (um^2)
after global placement            1819              1907
after detailed placement          1819              1907
after floorplan                   1706              1510
